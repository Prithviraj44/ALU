===== flow/run.sh =====
#!/bin/bash
# OpenROAD 26Q1-2900-gdf79404cd8, Yosys 0.63+post, stock flow scripts
make -C /OpenROAD-flow-scripts/flow DESIGN_CONFIG=/design/flow/config.mk WORK_HOME=/design/flow/orfs finish

===== flow/config.mk =====
export PLATFORM = sky130hd
export DESIGN_NAME = ALU
export DESIGN_NICKNAME = ALU
export VERILOG_FILES = /design/flow/design.v
export SDC_FILE = /design/flow/constraint.sdc
export NUM_CORES = 4
export LEC_CHECK = 1
export CORE_UTILIZATION = 50

===== flow/constraint.sdc =====
current_design ALU

set clk_period 5.8
set clk_io_pct 0.2

create_clock -name clk0 -period $clk_period [get_ports {clk}]

set non_clock_inputs [all_inputs -no_clocks]
set_input_delay [expr $clk_period * $clk_io_pct] -clock clk0 $non_clock_inputs
set_output_delay [expr $clk_period * $clk_io_pct] -clock clk0 [all_outputs]

===== flow/design.v =====
module ALU #(parameter w = 8) (
    clk, rst, CE, IN_valid, MODE, CMD, OPA, OPB, Cin,
    ERR, RES, OF, COUT, G, L, E);
    input clk;
    input rst;
    input CE;
    input [1:0] IN_valid;
    input MODE;
    input [3:0] CMD;
    input [w-1:0] OPA;
    input [w-1:0] OPB;
    input Cin;
    output reg ERR;
    output reg OF;
    output reg COUT;
    output reg G;
    output reg L;
    output reg E;
    output reg [w:0] RES;
reg [1:0] IN_valid_t;
reg [3:0] CMD_t;
reg MODE_t, Cin_t;
reg [w-1:0] OPA_t, OPB_t;
reg ERR_t, OF_t, COUT_t, G_t, L_t, E_t;
reg [2*w:0] RES_t, RES_m;
reg signed [w-1:0] sOPA = {w-1{1'b0}} , sOPB= {w-1{1'b0}};
reg signed [2*w:0] sRES = {2*w{1'b0}};
reg [$clog2(w)-1:0] shift_amount;
always @(posedge clk or posedge rst) begin  
    if(rst) begin
        OPA_t <= 0;
        OPB_t <= 0;
        Cin_t <= 0;
        IN_valid_t <= 0;
        MODE_t <= 0;
        CMD_t <= 0; end
     else if(CE) begin
        OPA_t <= OPA;
        OPB_t <= OPB;
        Cin_t <= Cin;
        IN_valid_t <= IN_valid;
        MODE_t <= MODE;
        CMD_t <= CMD; end   
end
always @(*) begin
    ERR_t = 0;    
    OF_t = 0;
    COUT_t = 0;
    G_t = 0;
    L_t = 0;
    E_t = 0;
    RES_t = 0;
    if(MODE_t) begin
        case(CMD_t)
            4'b0000: begin 
                        if(IN_valid_t == 2'b11) begin
                            RES_t = OPA_t + OPB_t;
                            COUT_t = RES_t[w]; end
                        else ERR_t = 1; end
            4'b0001: begin 
                        if(IN_valid_t == 2'b11) begin
                            RES_t = OPA_t - OPB_t;
                            OF_t = (OPA_t < OPB_t) ? 1 : 0; end
                        else ERR_t = 1; end
            4'b0010: begin 
                        if(IN_valid_t == 2'b11) begin
                            RES_t = OPA_t + OPB_t + Cin_t;
                            COUT_t = RES_t[w]; end
                        else ERR_t = 1; end
            4'b0011: begin 
                        if(IN_valid_t == 2'b11) begin
                            RES_t = OPA_t - OPB_t - Cin_t;
                            OF_t = (OPA_t < (OPB_t + Cin_t)); end
                        else ERR_t = 1; end
            4'b0100: begin 
                        if(IN_valid_t[0] == 1'b1) begin
                            RES_t = OPA_t + 1'b1;
                            COUT_t = RES_t[w]; end
                        else ERR_t = 1; end
            4'b0101: begin 
                        if(IN_valid_t[0] == 1'b1) begin
                            RES_t = OPA_t - 1'b1;
                            OF_t = RES_t[w]; end
                        else ERR_t = 1; end
            4'b0110: begin 
                        if(IN_valid_t[1] == 1'b1) begin
                            RES_t = OPB_t + 1'b1;
                            COUT_t = RES_t[w]; end
                        else ERR_t = 1; end
            4'b0111: begin 
                        if(IN_valid_t[1] == 1'b1) begin
                            RES_t = OPB_t - 1'b1;
                            OF_t = RES_t[w]; end
                        else ERR_t = 1; end
            4'b1000: begin 
                        if(IN_valid_t == 2'b11) begin
                            E_t = (OPA_t == OPB_t) ? 1 : 0;
                            L_t = (OPA_t < OPB_t) ? 1 : 0;
                            G_t = (OPA_t > OPB_t) ? 1 : 0; end
                        else ERR_t = 1; end
            4'b1001: begin 
                        if(IN_valid_t == 2'b11) begin
                            RES_t = (OPA_t + 1) * (OPB_t + 1); end
                        else ERR_t = 1; end
            4'b1010: begin 
                        if(IN_valid_t == 2'b11) begin
                            RES_t = (OPA_t << 1) * OPB_t; end
                        else ERR_t = 1; end
            4'b1011: begin
                        if(IN_valid_t == 2'b11) begin
                            sOPA = $signed(OPA_t);
                            sOPB = $signed(OPB_t);
                            sRES = sOPA + sOPB;
                            RES_t = sRES;
                            OF_t = ((sOPA[w-1] == sOPB[w-1]) && (sRES[w-1] != sOPA[w-1]));
                            E_t = (sOPA == sOPB) ? 1 : 0;
                            L_t = (sOPA < sOPB) ? 1 : 0;
                            G_t = (sOPA > sOPB) ? 1 : 0; end
                        else ERR_t = 1; end
            4'b1100: begin
                        if(IN_valid_t == 2'b11) begin
                            sOPA = $signed(OPA_t);
                            sOPB = $signed(OPB_t);
                            sRES = sOPA - sOPB;
                            RES_t = sRES;
                            OF_t = ((sOPA[w-1] != sOPB[w-1]) && (sRES[w-1] != sOPA[w-1]));
                            E_t = (sOPA == sOPB) ? 1 : 0;
                            L_t = (sOPA < sOPB) ? 1 : 0;
                            G_t = (sOPA > sOPB) ? 1 : 0; end
                        else ERR_t = 1; end
            default: begin
                        RES_t = 0;
                        COUT_t = 1'b0;
                        OF_t = 1'b0;
                        G_t = 1'b0;
                        E_t = 1'b0;
                        L_t = 1'b0;
                        ERR_t = 1'b1; end
             endcase
             end
    else begin 
        case(CMD_t)
          4'b0000: begin
                      if(IN_valid_t == 2'b11) begin
                          RES_t = OPA_t & OPB_t; end
                      else ERR_t = 1; end
          4'b0001: begin
                      if(IN_valid_t == 2'b11) begin
                          RES_t = ~(OPA_t & OPB_t);
                          RES_t[2*w-1 : 8] = 0; end
                      else ERR_t = 1; end
          4'b0010: begin
                      if(IN_valid_t == 2'b11) begin
                          RES_t = OPA_t | OPB_t; end
                      else ERR_t = 1; end
          4'b0011: begin
                      if(IN_valid_t == 2'b11) begin
                          RES_t = ~(OPA_t | OPB_t);
                          RES_t[2*w-1 : 8] = 0; end
                      else ERR_t = 1; end
          4'b0100: begin
                      if(IN_valid_t == 2'b11) begin
                          RES_t = OPA_t ^ OPB_t; end
                      else ERR_t = 1; end
          4'b0101: begin
                      if(IN_valid_t == 2'b11) begin
                          RES_t = ~(OPA_t ^ OPB_t);
                          RES_t[2*w-1 : 8] = 0; end
                      else ERR_t = 1; end
          4'b0110: begin
                      if(IN_valid_t[0] == 1'b1) begin
                          RES_t = ~OPA_t;
                          RES_t[2*w-1 : 8] = 0; end
                      else ERR_t = 1; end
          4'b0111: begin
                      if(IN_valid_t[1] == 1'b1) begin
                          RES_t = ~OPB_t;
                          RES_t[2*w-1 : 8] = 0; end
                      else ERR_t = 1; end
          4'b1000: begin
                      if(IN_valid_t[0] == 1'b1) begin
                          RES_t = OPA_t >> 1; end
                      else ERR_t = 1; end
          4'b1001: begin
                      if(IN_valid_t[0] == 1'b1) begin
                          RES_t = OPA_t << 1; end
                      else ERR_t = 1; end
          4'b1010: begin
                      if(IN_valid_t[1] == 1'b1) begin
                          RES_t = OPB_t >> 1; end
                      else ERR_t = 1; end
          4'b1011: begin
                      if(IN_valid_t[1] == 1'b1) begin
                          RES_t = OPB_t << 1; end
                      else ERR_t = 1; end
          4'b1100: begin 
                      if(IN_valid_t == 2'b11) begin
                          if( |(OPB_t[(w-1) : ($clog2(w)+1)]))
                               ERR_t = 1;
                          else begin
                               shift_amount = OPB_t[$clog2(w)-1:0];
                               RES_t = {1'b0, ((OPA_t << shift_amount) | OPA_t >> (w - shift_amount))}; end end
                      else  ERR_t = 1; end
          4'b1101: begin 
                      if(IN_valid_t == 2'b11) begin
                          if( |(OPB_t[(w-1) : ($clog2(w)+1)]))
                               ERR_t = 1;
                          else begin
                               shift_amount = OPB_t[$clog2(w)-1:0];
                               RES_t = {1'b0, ((OPA_t >> shift_amount) | OPA_t << (w - shift_amount))}; end end
                      else  ERR_t = 1; end
          default: begin
                        RES_t = 0;
                        ERR_t = 1'b1; end
             endcase
             end
end
always @(posedge clk or posedge rst) begin
    if (rst) begin
        RES  <= 0;
        COUT <= 0;
        OF   <= 0;
        G    <= 0;
        L    <= 0;
        E    <= 0;
        ERR  <= 0;
        RES_m <= 0;
    end 
    else if (CE) begin
        if ((CMD_t == 4'b1001 || CMD_t == 4'b1010) && MODE_t == 1) begin
            RES_m <= RES_t;
            RES <= RES_m;
        end
        else
            RES <= RES_t;
            COUT <= COUT_t;
            OF   <= OF_t;
            G    <= G_t;
            L    <= L_t;
            E    <= E_t;
            ERR  <= ERR_t;
  end
end
endmodule

==> commit_impl_results.txt <==
Store results of the implementation flow

- TritonCTS built the clock tree.
- Before placement the cells fill 51.7% of the core.
* Status: complete, no violations
* Drt via density: 6.40
* DRT antenna net count: 0
- Total wirelength of the detailed-routed design: 34100 um
- For this run, the slowest stage of the critical path takes 530 ps.
- From synthesis to final layout, the design area changed by 11.4%.
* Most frequent cell on the critical path: sky130_fd_sc_hd__ha_1
- Entering global routing, the biggest net connects 65 pins.
- As reported, the later end of the worst-skew pair has a clock insertion delay of 320 ps.
- Adding up every negative setup slack in the final design gives 0 ps.
- Data arrival time of the critical path: 5680 ps
- The worst-case IR drop observed on VDD is 0.291 mV.
- Flip-flop cell with the highest count after synthesis: sky130_fd_sc_hd__dfrtp_1
- Die area: 17800 um^2
- Critical path class: reg -> reg
* CP max-delay cell: sky130_fd_sc_hd__fa_1
* Final std cells w/o fill: 1395
* Hold-fix buffer count after cts: 0
- Across all hold checks on the routed design, the worst slack comes to 484 ps.
* Required time of the worst setup path: 5990 ps
- Overflow left after global routing: 0
* Count of vias placed by the detailed router: 8930
- Headroom to the max-slew limit came out at 38.9%.
- Count of state elements after synthesis: 48
- The script logs the mean routed wire length per placed instance as 24.4 um.
- The highest clock rate this design can be run at is 182 MHz.
- The post-route netlist has 9.79% of its cells at a drive strength greater than 1.
- Final HPWL from detailed placement: 26300 um
* Number of max-cap violations: 0
- Per the gpl log, the routability congestion estimate is 1.10.
* Critical path fanouts, max: 15
- In this run the static leakage power is 0.00416 uW.
* Placed instance count: 1385
* Most frequent cell after synthesis: sky130_fd_sc_hd__nand2_1
* Setup clock skew after layout: 19.5 ps
- Chip area in the Yosys report: 8630 um^2
- Number of flops mapped to enable cells by yosys: 0
* Area leader share: 13.9%
- H-tree Lvls: 2
* Final count of hold timing violations: 0
* # DRC: 0
* Critical path startpoint category: register
- The core region is 16700 um^2.
- The report lists the number of standard-cell rows as 47.
- The timing report gives the worst reg2reg path a setup slack of 310 ps.
- The synthesis report lists the Yosys warning total as 1.
- Synth area leaders: sky130_fd_sc_hd__dfrtp_1 14%, sky130_fd_sc_hd__ha_1 11%, sky130_fd_sc_hd__fa_1 7.4%
- 42 I/O pins were placed.
* Tally of unique sky130hd cells used after synthesis: 84
* Clock slew at reported path FFs: 90 ps
- Cells along the critical path: inv_2, buf_4, ha_1, and2_1, fa_1, ha_1, ha_1, inv_1, fa_1, inv_1, ha_1, fa_1, a21o_1, a21oi_1, xnor3_1, xnor3_1, xnor2_2, xnor2_2, o211ai_2, a21oi_2, o21ai_1
- Reg-to-reg startpoint: OPA_t[0]
* Drt first pass iters: 7
- Per the post-run analysis, buffers plus inverters along the critical path come to 4.
- Maximum buffer depth of the clock tree: 2
- Chip Width: 133 um
* Total routing resource utilization after global routing: 40.4%
* Final period demand of the worst path: 5490 ps
- Final tally of setup violations: 0
- Checking hold timing, the worst path is listed with class reg -> reg.
- The worst setup path is captured at a register.
- Clock tree synthesis found a total of 48 sinks.
- Detailed-route iteration 0 reported a violation count of 1247.
* Die height: 133 um
* Critical path launch point: OPA_t[0]
- FFs w/ async S/R, synth: 100%
- Final-layout fill cell count: 1605
* Sequential fraction of the synthesis area: 13.9%
- Power density cells: 269 nW/um^2
* Number of global-route vias before repair: 8405
* Antenna diodes: 0
- The average instance in the mapped netlist occupies 7.55 um^2.
- Clock tree synthesis selected as its root buffer the cell sky130_fd_sc_hd__clkbuf_16.
* Final worst path period share: 94.6%
- Pins over their slew limit in the final report were tallied at 0.
- Setup repair after global routing missed its margin: false
* Number of warnings in the stage logs: 45
* Most area-hungry cell type in the Yosys netlist: sky130_fd_sc_hd__dfrtp_1
- First-pass GRT wire length: 52000 um
- Cells after Synth: 1144
- CTS added clock buffers totalling 5.
- Initial antenna violation count: 1
- The synthesized netlist occupies a cell area of 8630 um^2.
- The pin closest to its max-slew limit shows a slew of 914 ps.
- Worst setup slack before clock tree synthesis: 301 ps
- Input/output buffers: 41
- Hold path start: RES_m[7]
- Setup slack after layout: 314 ps
- Yosys stat cell total: 1144
* Commonest cells in the synthesized netlist: 132 x sky130_fd_sc_hd__nand2_1, 108 x sky130_fd_sc_hd__nor2_1, 77 x sky130_fd_sc_hd__inv_1
* Category of cells accounting for the largest share of critical-path delay: adder cells
## layer usage
layer,share of wire [%],track usage [%]
met1,41,57.9
met2,42,56.8
met3,11,10.5
met4,6.4,21.2
met5,0.038,0
## per-stage QoR
stage	cell area [um^2]	utilization, %	power, uW
2_1_floorplan	8630	-	1600
3_3_place_gp	9380	56.1	2130
3_5_place_dp	9380	56.1	2130
4_1_cts	9550	57.2	2510
5_1_grt	9610	57.6	2770
6_report	9610	57.6	2590
## what timing repair did
item / 4_1_cts / 5_1_grt
setup buffers: 0 / 2
setup endpoints to repair: 0 / 2
resized: 0 / 8
## path summary, 6_finish.rpt
| path | end | depth (start not counted) |
|---|---|---|
| min in group asynchronous | RES[7] | 3 |
| max in group asynchronous | OPA_t[2] | 3 |
| setup reg to reg | RES[8] | 21 |
| hold / removal | RES_m[7] | 2 |
| setup / recovery | RES[8] | 21 |
| hold reg to reg | RES_m[7] | 2 |
## tightest hold or removal path: cells and delay by family, from the launching register on
kind,cells,cell delay (ps)
and+or+nand+nor,2,110
DFF,1,340
## placed cells by master, fill, tap and decap left out, types with 10 or more instances in the layout
cell type,count
sky130_fd_sc_hd__a221oi_1,15
sky130_fd_sc_hd__ha_1,76
sky130_fd_sc_hd__nor2_1,108
sky130_fd_sc_hd__xnor2_1,68
sky130_fd_sc_hd__o21ai_1,24
sky130_fd_sc_hd__xor2_1,17
sky130_fd_sc_hd__a21oi_1,63
sky130_fd_sc_hd__nand3_1,36
sky130_fd_sc_hd__mux2_2,11
sky130_fd_sc_hd__o21ai_0,59
sky130_fd_sc_hd__nand2b_1,13
sky130_fd_sc_hd__a22oi_1,18
sky130_fd_sc_hd__o22ai_1,22
sky130_fd_sc_hd__nand2_1,132
sky130_fd_sc_hd__clkdlybuf4s50_1,40
sky130_fd_sc_hd__nor2b_1,26
sky130_fd_sc_hd__fa_1,32
sky130_fd_sc_hd__and2_1,10
sky130_fd_sc_hd__nor3_1,16
sky130_fd_sc_hd__dfrtp_1,47
sky130_fd_sc_hd__mux2i_1,17
sky130_fd_sc_hd__inv_2,15
sky130_fd_sc_hd__inv_1,76
sky130_fd_sc_hd__a21o_1,13
sky130_fd_sc_hd__buf_4,54
## report_power, final
group	total, uW	switching, uW	internal, uW	leakage, uW
Clock	373	156	217	0.0000871
Sequential	409	41.6	367	0.000617
Combinational	1800	1080	726	0.00346
Total	2590	1280	1310	0.00416
## registers in the layout (all words and copies together), names as in the netlist
register,cells
L,1
E,1
MODE_t,1
OF,1
IN_valid_t,2
OPB_t,8
RES_m,9
COUT,1
Cin_t,1
ERR,1
OPA_t,8
RES,9
CMD_t,4
G,1
## final cells by class
| type | count | area [um^2] | share of cell area (%) |
|---|---|---|---|
| clock inverter | 2 | 38.8 | 0.403 |
| inverter | 92 | 345 | 3.59 |
| multi-input combinational | 932 | 6800 | 70.8 |
| timing repair buffer | 95 | 811 | 8.43 |
| tap | 220 | 275 | 2.86 |
| sequential | 48 | 1200 | 12.5 |
| clock buffer | 6 | 139 | 1.44 |
## cell families after synthesis
family / share of synthesized area, %
AND/OR/NAND/NOR: 20.4
multiplexers: 4.19
flip-flops: 13.9
AND-OR/OR-AND: 24.5
XOR/XNOR: 10.6
adder cells (fa/ha/maj): 18.7
buffers and inverters: 7.78
No activity file was given, so power comes from the tool's default toggle rates.
